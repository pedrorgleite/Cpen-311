==> design.v <==
module speed_controller ( clk,
                          faster,
                          slower,
                          reset_speed,
                          count,
                          countby2);
input clk;
input logic faster;
input logic slower;
input logic reset_speed;
output logic [31:0] count;
output [31:0] countby2;
parameter def_speed = 3'b001;
parameter go_faster = 3'b010;
parameter go_slower = 3'b100;
parameter default_speed = 32'd4544;
assign countby2 = count >> 1;
always_ff @( posedge clk) begin 
    case({slower,faster,reset_speed})
    def_speed: count<= default_speed;
    go_faster: count<= count + 32'd20;
    go_slower: count<= count - 32'd20;
    default: count<= default_speed;
    endcase
end
endmodule
==> run.sh <==
#!/bin/bash
# OpenROAD 26Q1-2900-gdf79404cd8, Yosys 0.63+post, stock flow scripts
make -C /OpenROAD-flow-scripts/flow DESIGN_CONFIG=/design/flow/config.mk WORK_HOME=/design/flow/orfs finish
==> config.mk <==
export PLATFORM = sky130hd
export DESIGN_NAME = speed_controller
export DESIGN_NICKNAME = speed_controller
export VERILOG_FILES = /design/flow/design.v
export SDC_FILE = /design/flow/constraint.sdc
export NUM_CORES = 4
export LEC_CHECK = 1
export CORE_UTILIZATION = 30
==> constraint.sdc <==
current_design speed_controller

set clk_period 21.8
set clk_io_pct 0.2

create_clock -name clk0 -period $clk_period [get_ports {clk}]

set non_clock_inputs [all_inputs -no_clocks]
set_input_delay [expr $clk_period * $clk_io_pct] -clock clk0 $non_clock_inputs
set_output_delay [expr $clk_period * $clk_io_pct] -clock clk0 [all_outputs]
==> impl_metrics.csv <==
group,metric,value,unit
setup_path,cp_max_fo,28,
min_path,hold_end,"count[2]",
run,cap_violations,0,
cells_and_area,drive_gt1_share,4.59,%
power_and_ir_drop,power.density,43.4,nW/um^2
routing,avgViaCountPerCell,5.05,
power_and_ir_drop,p_clk_share,32.1,%
cts,cts-root-buf,"clkbuf_8",
sta,drv_slew,0,
min_path,hold_path.class,"register to register",
routing,drc,0,
cts,clkLatencyLatePin,280,ps
cells_and_area,area_growth,21.0,%
yosys,yosysMostFrequentCell,"nor2_1",
sta,period_minus_slack,7070,ps
setup_path,worstPathCellList,"clkdlybuf4s50_1 > nor2_1 > nand2_1 > inv_1 > buf_4 > ha_1 > a21oi_1 > o211ai_1 > a31oi_1 > nor2b_1 > a41oi_1 > xnor2_1 > mux2i_1",
routing,ant_nets,0,
routing,first_pass_iters,4,
yosys,syn-cell-area,2670,sq um
cts,clkTransAtPathRegs,60,ps
cells_and_area,top_register,"count",
routing,wl_per_cell,13.3,microns
power_and_ir_drop,power_switching_share,28.3,%
setup_path,critPathSlowestCell,"clkdlybuf4s50_1",
global_routing,grt_pass1_vias,2181,
min_path,hold_depth,1,
floorplanning,io_pins,68,
yosys,ys.flops,30,
floorplanning,die_h,96.3,microns
sta,timing.final.hold_violations,0,
yosys,yosys_warnings,1,
setup_path,crit_type,"input pin to register",
placed_design,port_buffers,63,
yosys,synthTopCellsByArea,"dfxtp_1 23%, ha_1 13%, buf_4 9.9%, a21oi_1 6.6%, nor2_1 5.2%",
placed_design,dpl.hpwl,4880,microns
power_and_ir_drop,switching_power,0.0396,mW
global_routing,grt_pass1_wl,10400,microns
yosys,yosys_area,2670,sq um
status,status,"finished, final reports clean",
yosys,synthCells,341,
setup_path,rr_endpoint,"count[18]",
setup_path,ff2ff_path_depth,8,
power_and_ir_drop,sequentialPowerShare,42.9,%
placed_design,gp_congestion,0.977,
cts,cts.sinks,30,
setup_path,cp-end-kind,"register",
routing,dr.first_iter.drc_count,81,
cells_and_area,largest_registers,"count x30",
cts,numCtsBuffers,5,
cts,clock_path_buffers,2,
cells_and_area,seq_area,601,sq um
yosys,flop_cell,"dfxtp_1",
sta,slew_headroom,53.0,%
cts,holdBufCountCts,0,
setup_path,critical-path-top-delay-family,"AND-OR/OR-AND gates",
routing,vias,2414,
cts,cts_tree,"built",
setup_path,r2r-start,"count[2]",
power_and_ir_drop,p_int,0.100,mW
routing,finalWirelength,6370,microns
sta,worstMarginPinSlew,703,ps
min_path,hp-start,"count[2]",
cts,htree_levels,2,
cells_and_area,layout.area.comb,1730,sq um
cts,cts_setup_buffers,0,
setup_path,critPathLaunchType,"input pin",
yosys,synth-edff-count,0,
yosys,synth.distinct_cells,51,
routing,diodes,0,
setup_path,crit_path_max_incr_delay,450,ps
floorplanning,fp-utilization,30.7,%
floorplanning,std_cell_rows,34,
floorplanning,core-area,8680,sq um
yosys,ys_cells,341,
global_routing,grt_start_max_net_pins,29,
sta,setup_viol,0,
sta,hold-worst-slack,527,ps
global_routing,grt_antenna_before_repair,0,
sta,setup_tns,0,ps
floorplanning,die_area,9260,sq um
floorplanning,die_width,96.3,microns
setup_path,worstPathArrival,7280,ps
sta,skew,3.44,ps
global_routing,overflow,0,
cells_and_area,fillers,933,
setup_path,worst-endpoint-required,22020,ps
cts,cts.repair.resized,0,
sta,grt_setup_unrepaired,"false",
yosys,synth_area_per_cell,7.82,sq um
power_and_ir_drop,pwr-share-comb,25.0,%
yosys,yosysTopAreaCellShare,22.5,%
global_routing,grt_usage,14.6,%
cells_and_area,largest_reg_flops,30,
yosys,yosysSeqAreaShare,22.5,%
power_and_ir_drop,peakVddDrop,0.0192,mV
yosys,synth_top_cell_by_area,"dfxtp_1",
power_and_ir_drop,p_leak,1.29,nW
setup_path,worst-r2r-setup-slack,19380,ps
setup_path,crit_buf_inv,3,
sta,fin_crit_sh,32.4,%
yosys,yosys-top-cells-count,"37 x nor2_1, 35 x a21oi_1, 35 x buf_4",
yosys,synthArstFlopShare,0,%
sta,max_freq,0.142,GHz
run,warnings,25,
==> routing by layer <==
layer	track usage, %	vias to the layer above	part of all wire [%]
met5	0	-	0
met4	1.37	0	0.91
met3	2.25	5	4.3
met2	23.9	65	45
met1	21.1	1107	50
li1	-	1237	-
==> final cells by class <==
class,instances,area share [%]
multi-input cells,261,53.8
repair buffers,64,19.8
flip-flops and latches,30,18.6
well taps,108,4.19
clock buffers,6,2.56
inverters,9,1.05
==> stage by stage <==
step | std cells | utilization, % | instance area [sq um] | setup WS [ps] | total power, mW
floorplan | 344 | - | 2680 | 14990 | 0.0851
global placement | 472 | 36.2 | 3140 | 14430 | 0.0962
detailed placement | 472 | 36.2 | 3140 | 14440 | 0.0961
CTS | 478 | 37.2 | 3220 | 14730 | 0.142
global route | 478 | 37.2 | 3220 | 14450 | 0.151
finish | 478 | 37.2 | 3220 | 14730 | 0.140
==> logic make-up after synthesis <==
group,count (synthesis),share of synthesized area (%)
flops,30,22.5
compound gates,103,24.9
other cells,1,0.141
xor+xnor,24,7.89
buf+inv,53,12.8
mux,2,0.751
simple gates,99,17.0
fa+ha+maj,29,13.9
==> worst reg2reg max path, stage by stage, from the launching register on <==
cell	delay, ps
dfxtp_1	380
fa_1	470
a21oi_1	250
o211ai_2	200
a31o_2	310
a31o_1	250
a31oi_1	210
xor2_1	180
nor2_1	50
==> worst max path at each step <==
| stage | depth (start not counted) | slack, ps | start | to |
|---|---|---|---|---|
| 4_1_cts | 13 | 14730 | faster | count[31] |
| 5_1_grt | 13 | 14450 | reset_speed | count[27] |
| 6_report | 13 | 14730 | faster | count[31] |
==> power groups by stage <==
stage                 combinational, mW  clock (mW)  sequential (mW)
after CTS                        0.0351      0.0472           0.0602
after global routing             0.0394      0.0505           0.0606
final                            0.0349      0.0450           0.0600
==> layout by cell type (no fill, tap or decap), drive strengths merged, types with 3 or more instances in the layout <==
cell / instances
dfxtp: 30
a31oi: 5
xor2: 12
a21oi: 35
a211oi: 5
clkdlybuf4s50: 63
xnor2: 12
a21o: 7
o211ai: 8
nand2: 29
a31o: 4
inv: 9
and3: 8
nand3: 4
nor2: 37
nor3: 5
o21a: 4
nand4: 3
nor2b: 3
clkbuf: 6
conb: 4
ha: 28
o21ai: 23
Power figures rest on the tool's default switching activity, not on a simulated workload.
