### design/flow/run.sh
#!/bin/bash
# OpenROAD 26Q1-2900-gdf79404cd8, Yosys 0.63+post, stock flow scripts
make -C /OpenROAD-flow-scripts/flow DESIGN_CONFIG=/design/flow/config.mk WORK_HOME=/design/flow/orfs finish
### design/flow/config.mk
export PLATFORM = sky130hd
export DESIGN_NAME = ADDR_FSM
export DESIGN_NICKNAME = ADDR_FSM
export VERILOG_FILES = /design/flow/design.v
export SDC_FILE = /design/flow/constraint.sdc
export NUM_CORES = 4
export LEC_CHECK = 1
export CORE_AREA = 10 10 114 114
export DIE_AREA = 0 0 124 124
### design/flow/constraint.sdc
current_design ADDR_FSM

set clk_period 2.6
set clk_io_pct 0.2

create_clock -name clk0 -period $clk_period [get_ports {clk}]

set non_clock_inputs [all_inputs -no_clocks]
set_input_delay [expr $clk_period * $clk_io_pct] -clock clk0 $non_clock_inputs
set_output_delay [expr $clk_period * $clk_io_pct] -clock clk0 [all_outputs]
### design/flow/design.v
module ADDR_FSM ( clk,
                  reset,
                  start,
                  next_address,
                  finish);
input start, reset, clk;
output [22:0] next_address;
output finish;
logic [22:0] mem_next_address;
logic finish;
logic [22:0] count;
logic strob_addr_logic;
logic reset_count;
logic add_count_addr;
logic [4:0] state;
parameter last_addr = 23'h0000FE;
parameter idle       = 5'b0_0000;
parameter strob_addr = 5'b0_0001;
parameter finished   = 5'b0_0010;
parameter boo_addr   = 5'b1_0000;
parameter add_addr   = 5'b1_1000;
parameter rst_count  = 5'b1_0100;
assign add_count_addr = state[3];
assign reset_count = state[2];
assign strob_addr_logic = state[0];
assign finish = state[1];
assign next_address = mem_next_address;
always_ff @(posedge clk or negedge reset)
begin
    if(~reset)
        count = 23'b0;
    else if (reset_count)
        count <= 23'b0;
    else if (add_count_addr)
        count <= count + 1;
end
always_ff @(posedge clk or negedge reset)
begin
    if(~reset)
        state <= idle;
    else 
        case(state)
        idle: begin
            if(start) state <= boo_addr;
            else state <= idle;
        end
        boo_addr:begin
            if(count==last_addr) state <= rst_count;
            else state <= add_addr;
        end
        rst_count:state <= strob_addr;
        add_addr:state <= strob_addr;
        strob_addr: state<= finished;
        finished: state <= idle ;
        default: state <= idle;
        endcase
end
always_ff @(posedge strob_addr_logic or negedge reset)
begin
    if(~reset)
        mem_next_address <= 32'b0;
    else
       mem_next_address <= count;
end
endmodule
==> flow_summary.toml <==
# flow metrics
[routing]
wirelength_met1_um = 1980
drt_wl_total_um = 4090
met2_length_um = 1740
routed.top_layer = "met4"
postRouteAntennaNets = 0
antenna-diode-count = 0
drt_iter0_markers = 92
routed_via_density = 4.03
firstDrtPassIters = 4
dr_wl_met3_um = 349
drc = 0
wl_per_cell_um = 12.4
vias = 1327

[grt]
grt_pass1_vias = 1250
grt_antenna_before_repair = 0
grt_pass1_wl_um = 6780
overflow = 0
globalRouteTotalUtil = 0.0548
grt_max_degree = 52

[clock_tree]
cts_buffers = 3
cts_tree = "built"
clockBufferDepth = 2
cts-root-buf = "clkbuf_8"
hold_buffers = 0
post_cts_buffers = 0
clkSlewWorstSetupHoldPaths_ns = 0.09
cts_resized = 0
clkLatencyLatePin_ns = 0.27
htreeDepth = 1

[synth]
ys.warnings.count = 1
synthTopCellsByArea = "dfrtp_1 65%, xnor2_1 4.0%, or4_1 3.0%, nor2_1 2.7%, a21oi_1 2.5%"
synth_area_mm2 = 0.00197
synth_flops = 51
ys_types = 28
top_area_cell = "dfrtp_1"
synthCells = 169
ys_cells = 169
yosys_area_mm2 = 0.00197
yosysTopAreaCellShare = 0.647
avgSynthCellArea_um2 = 11.7
synth_seq_share = 0.647

[setup_path]
crit_path_end_kind = "flip-flop"
r2r_setup_slack_ns = 0.46
crit_top_cell = "or4_1"
r2r_cells = 4
worstSetupStartpoint = "count[9]"
worstReg2RegEnd = "count[21]"
critPathArrivalTime_ns = 2.33
cpPeakStageDelay_ns = 0.71
critPathLaunchType = "flip-flop"
reg2reg_from = "count[9]"
endpoint = "count[21]"
worstPathRequired_ns = 2.80
cp_max_fo = 10
path_cells = "nand4_1 -> or4_1 -> or4_1 -> a21oi_1"
worstSetupPathType = "flip-flop to flip-flop"
slowest_stage = "or4_1"

[power]
p_leak_nw = 0.988
powerDensity_mw_per_mm2 = 517
vdd_drop_max_mv = 0.234

[layout]
n_fill_cell = 1093
layout-drive-gt1-share = 0.0518
stdcell_area_mm2 = 0.00244
area_delta_synth_final_pct = 23.7

[floorplanning]
die_h_um = 124
die_width_um = 124
dieArea_mm2 = 0.0154
initial_core_util = 0.189
rows = 37
pin_count = 27
core-area_mm2 = 0.0104

[final_timing]
final-setup-viol-count = 0
finalCritPeriodShare = 0.821
untimed_endpoints = 46
slew_headroom = 0.516
fin_setup_tns_ns = 0
finalHoldViolations = 0
slew_violations = 0
clock_skew_ns = 0.00524
unclocked_regs = 23
whs_ns = 0.220
fmax_ghz = 0.468
rsz0062_at_grt = "no"
tightest_slew_ns = 0.726
min_period_ns = 2.14

[run]
warnings = 26
max_cap_violations = 0

[min_path]
hp-class = "input pin to asynchronous set/reset pin"

[placement]
place_congestion = 0.836
placed_area_mm2 = 0.00240
port_buffers = 26
hpwl_um = 2880

[outcome]
outcome = "completed"
## per-stage QoR
stage               power, W  setup WS (ns)  instances  utilization
finish               0.00126          0.465        329        0.234
global placement     0.00104          0.585        326        0.230
floorplan           0.000912          0.711        169            -
global route         0.00136          0.326        329        0.234
detailed placement   0.00104          0.544        326        0.230
CTS                  0.00128          0.496        329        0.234
## cell type report
class,instances,area (µm²),area share
Sequential cell,51,1280,0.523
Multi-Input combinational cell,108,658,0.270
Timing Repair Buffer,28,283,0.116
Tap cell,136,170,0.0697
Clock buffer,3,41.3,0.0169
Inverter,3,11.3,0.00462
## routing by layer
metal,global-route usage,vias up
met5,0,-
met4,0.00216,0
met3,0.0165,2
met2,0.0781,32
met1,0.0852,637
li1,-,656
## worst min-delay path by stage
stage | slack, ns | startpoint | endpoint
final | 0.22 | reset | count[6]
after CTS | 0.23 | reset | count[6]
after global routing | 0.25 | reset | count[7]
## cell usage in the layout, fill, tap and decap left out, types with 7 or more instances in the layout
cell type	instances
a21oi_1	10
clkdlybuf4s50_1	25
dfrtp_1	51
nand2_1	12
nand4_1	7
nor2_1	14
nor4_1	7
or4_1	8
xnor2_1	9
## cell families after synthesis
| logic type | synth area share |
|---|---|
| and+or+nand+nor | 0.197 |
| AOI/OAI and AO/OA | 0.0710 |
| adders and majority gates | 0.0127 |
| xor gates and xnor gates | 0.0533 |
| DFF | 0.647 |
| buffers and inverters | 0.0197 |
## flip-flops by register name, summed over array words and instances, names as in the netlist
name,cells
count,23
mem_next_address,23
state,5
## critical path: cells and delay by family, from the launching register on
kind	cells	cell delay (ns)
compound gates	1	0.16
flops	1	0.49
simple gates	3	1.42
## cells in the mapped netlist
master and number:
dfrtp_1 51, nor2_1 14, nand2_1 12, a21oi_1 10, xnor2_1 9, or4_1 8, nand4_1 7, nor4_1 7
o21ai_0 6, o31ai_1 6, clkbuf_1 5, or3_1 5, nand3_1 4, nor3_1 4, inv_1 3, nor4b_1 3
xor2_1 3, ha_1 2, a211oi_1 1, and3_1 1, and4_2 1, buf_1 1, buf_2 1, nor2b_1 1
o21a_1 1, or2_2 1, or3_2 1, or3b_2 1
## power by group
group,internal (W),switching (W)
Clock,0.000104,0.000131
Sequential,0.000642,0.000137
Combinational,0.000128,0.000120
Power and IR drop assume default switching activity.
