--- flow/config.mk ---
export PLATFORM = sky130hd
export DESIGN_NAME = FLASH_FSM
export DESIGN_NICKNAME = FLASH_FSM
export VERILOG_FILES = /design/flow/design.v
export SDC_FILE = /design/flow/constraint.sdc
export NUM_CORES = 4
export LEC_CHECK = 1
export CORE_AREA = 10 10 95 95
export DIE_AREA = 0 0 105 105
--- flow/constraint.sdc ---
current_design FLASH_FSM

set clk_period 2.8
set clk_io_pct 0.2

create_clock -name clk0 -period $clk_period [get_ports {clk}]

set non_clock_inputs [all_inputs -no_clocks]
set_input_delay [expr $clk_period * $clk_io_pct] -clock clk0 $non_clock_inputs
set_output_delay [expr $clk_period * $clk_io_pct] -clock clk0 [all_outputs]
--- flow/design.v ---
module FLASH_FSM (  clk,
                    start,
                    reset_all,
                    FSM_mem_address,
                    flash_mem_waitrequest,
                    flash_mem_readdata,
                    flash_mem_readdatavalid,
                    flash_mem_read,
                    flash_mem_address, 
                    flash_mem_byteenable,
                    flash_mem_dataout,
                    finish
                    );
input clk;
input start;
input reset_all;
input [22:0]FSM_mem_address;
input flash_mem_waitrequest;
input logic [31:0] flash_mem_readdata;
input flash_mem_readdatavalid;
output flash_mem_read;
output [22:0] flash_mem_address;
output [3:0] flash_mem_byteenable;
output finish;
output [31:0] flash_mem_dataout;
logic allow_data_output;
logic strobe_read_logic;
logic [3:0] state;
logic [31:0] read_data;
logic [31:0] mem_data;
parameter idle        = 4'b0000;
parameter send_addr   = 4'b1001;
parameter wait_data   = 4'b1000;
parameter strobe_read = 4'b1010;
parameter finished    = 4'b1100;
assign flash_mem_read    = state[0];
assign strobe_read_logic = state[1];
assign finish            = state[2];
assign allow_data_output = state[3];
assign flash_mem_address = FSM_mem_address;
assign flash_mem_dataout = mem_data;
always_ff @(posedge clk or negedge reset_all)
begin
    if(~reset_all)
        state <=idle;
    else
        case(state)
        idle: begin
            if(start) state <= send_addr;
            else state <= idle;
              end
        send_addr: if(!flash_mem_waitrequest) state <= wait_data;
        wait_data: begin
            if(flash_mem_readdatavalid) state<=strobe_read;
            else state <= wait_data;
        end
        strobe_read: state <= finished;
        finished: begin
            state <= idle;
        end
        default: state <= idle;
        endcase
end
always_ff @(posedge strobe_read_logic or negedge reset_all)
begin
    if(~reset_all)
        mem_data <= 32'b0;
    else
        mem_data <= flash_mem_readdata;
end
endmodule
--- flow/run.sh ---
#!/bin/bash
# OpenROAD 26Q1-2900-gdf79404cd8, Yosys 0.63+post, stock flow scripts
make -C /OpenROAD-flow-scripts/flow DESIGN_CONFIG=/design/flow/config.mk WORK_HOME=/design/flow/orfs finish
==> notes.md <==
Notes from the flow run.

Status:
- The run finished with clean final reports.

Synthesis:
- The run gives the gate count of the mapped netlist as 73.
- During synthesis, Yosys emitted a total of 5 warnings.
- The run puts the area fraction in and, or, nand and nor cells at 3.62%.
- The run gives the mean post-synth cell area as 16.1 um2.
- Sequential elements use 76.7% of the synthesized area.
- Yosys mapped the design onto 11 distinct sky130hd cell types.
- After synthesis, the largest family of logic cells by area is buffers and inverters.
- The synth_stat.txt file lists the number of cells as 73.
- The synthesized netlist has a Yosys-reported chip area of 1170 um2.
- The run gives the synthesized-area fraction occupied by adder cells as 0%.
- The run puts the and-or/or-and share of the synthesized area at 1.81%.
- The run gives the cell area after synthesis as 1170 um2.
- The run puts the area fraction in mux cells at 0%.
- The run puts the synthesized-area fraction occupied by xor and xnor cells at 0%.
- The run puts the flop and latch count out of synthesis at 36.

Routing:
- The run gives the remaining number of nets flagged by the antenna check after routing as 0.
- The run gives the number of iterations in the first detailed-routing pass as 3.
- Per the detail_route report, vias per standard cell equal 3.15.
- The run puts the DRC violation total after the first TritonRoute iteration at 6.
- The run gives the average wire per standard cell as 12.9 um.
- The run gives the count of inserted antenna diode cells as 0.
- The run puts the count of unresolved DRC violations after routing at 0.
- Across all layers, the routed design uses 692 vias.
- The detailed router reported a total wirelength of 2830 um.

Setup path:
- The run puts the required time of the critical path at 2240 ps.
- The critical path is of the flip-flop to primary output type.
- The critical path goes through clkdlybuf4s50_1.
- Among all stages on the critical path, the largest delay is contributed by clkdlybuf4s50_1.
- The run puts the arrival time of data at the critical path endpoint at 1140 ps.
- The run puts the buffers plus inverters on the worst setup path at 1.
- The run gives the biggest cell delay along the critical path as 510 ps.
- The worst setup path is captured at a primary output.
- Looking at the critical path, the highest net fanout was 5.
- The run gives the startpoint type of the worst setup path as a flip-flop.
- The kind of cell with the highest combined delay along the critical path is buffers and inverters.

Floorplan:
- The run puts the area of the placeable core at 6910 um2.
- The run gives the die footprint as 11000 um2.
- The die is 105 um tall.
- Before placement the cells fill 17.0% of the core.
- In this run the core area contains 30 standard-cell rows.
- The run puts the number of top-level design ports at 121.
- The run puts the die width at 105 um.

Placement:
- In the placement report, post-DP HPWL is listed as 2400 um.
- The run puts the final weighted congestion in routability-driven placement at 0.640.
- Setup slack on the worst path after placement came out at 1150 ps.
- The run gives the count of input and output buffers as 70.

Final layout:
- From synthesis to final layout, the design area changed by 57.9%.
- The run gives the area of the multi-input gates as 78.8 um2.
- The run puts the count of fill cells added during filler insertion at 727.
- In the final layout, the share of cells above drive strength 1 is 5.65%.
- The run puts the area taken by flip-flops and latches at 901 um2.

Timing:
- The run gives the count of pins over their slew limit as 0.
- The run gives the post-route fraction of the period consumed by the critical path as 60.8%.
- On the final layout, the worst clock skew is 0.654 ps.
- The run gives the final hold violation count as 0.
- The timer found 32 register pins that no clock reaches; their paths are not timed.
- The run gives the count of endpoints failing setup in the final report as 0.
- The worst path in the final design needs a cycle of 1700 ps, including I/O delays and setup.
- The run gives the number of unconstrained endpoints as 64.
- Based on the critical path, the design can be clocked at up to 0.587 GHz.
- The run gives the final setup TNS as 0 ps.
- Setup repair after global routing left no endpoint under its margin.
- The run puts the post-layout worst setup margin at 1100 ps.

Global route:
- The first global-routing pass estimated 4550 um of wire.
- The run puts the total routing usage reported by global routing at 5.00%.
- Entering global routing, the biggest net connects 37 pins.
- The run puts the number of global-route vias before repair at 795.
- The run puts the sum of overflow across all layers after global routing at 0.
- The run puts the initial antenna violation count at 0.

CTS:
- TritonCTS built the clock tree.
- The run puts the number of setup buffers added after CTS at 0.
- In this run, post-CTS hold repair placed 0 buffers.
- In this run the clock root is driven by a clkbuf_8.
- The run puts the total of cells resized after clock tree synthesis at 0.
- In the CTS report, the clock slew at the register clock pins of the worst setup and hold paths is listed as 30 ps.
- The run gives the number of buffers created by CTS as 3.
- Looking at the clock tree report, the H-tree level count equals 1.
- At the later pin of the worst-skew pair, clock insertion delay measures 210 ps.
- The run puts the number of buffers between clock root and the deepest sink at 2.

Hold path:
- The worst hold path belongs to the class input pin to async pin.

Flow run:
- Per the run summary, max-cap violations total 0.
- OpenROAD emitted warnings numbering 25.

Pwr:
- The run puts the highest ir drop seen on vdd at 0.000183 V.
- Per the OpenROAD power report, leakage power amounts to 0.764 nW.
- Total power for the finished layout comes to 0.708 mW.
- The run puts the power density over cell area at 382 nW/um2.
==> stage by stage <==
stage / hold WS (ps) / instances / cell area (um2) / util (%)
2_1_floorplan: 264 / 76 / 1190 / -
4_1_cts: 397 / 220 / 1860 / 26.9
5_1_grt: 434 / 220 / 1860 / 26.9
6_report: 380 / 220 / 1860 / 26.9
3_5_place_dp: 519 / 217 / 1810 / 26.3
3_3_place_gp: 496 / 217 / 1810 / 26.3
==> state kept, by name, indices dropped and copies added, names as in the netlist <==
register and count:
mem_data 32, state 4
==> power by group <==
part | switching [mW] | internal, mW
logic | 0.0980 | 0.137
registers | 0.0332 | 0.321
clock network | 0.0272 | 0.0914
==> cell usage in the layout (no fill, tap or decap) <==
cell	count
clkdlybuf4s50_1	69
clkbuf_8	3
a211oi_2	1
buf_4	2
a221oi_1	1
nor4b_1	1
or3b_1	1
nand3_1	1
buf_2	1
inv_1	1
nor3b_1	1
nand2b_1	2
conb_1	4
dfrtp_1	36
==> path summary, 6_finish.rpt <==
path | startpoint | cells past startpoint | endpoint | slack [ps]
hold reg to reg | state[2] | 1 | state[0] | 520
setup / recovery | state[2] | 1 | finish | 1100
hold / removal | reset_all | 2 | state[0] | 380
min in group clk0 | state[2] | 1 | state[0] | 520
setup reg to reg | state[0] | 2 | state[0] | 1730
max in group asynchronous | reset_all | 2 | state[1] | 2120
==> cell usage after synthesis (all sizes together) <==
cell,n,area (um2)
or3b,1,8.76
nand3,1,5.00
nor4b,1,8.76
a221oi,1,8.76
buf,27,203
conb,1,3.75
nand2b,2,12.5
inv,1,3.75
a211oi,1,12.5
dfrtp,36,901
nor3b,1,7.51
==> layout make-up <==
| type | instances | share of cell area (%) |
|---|---|---|
| multi-input cells | 12 | 4.25 |
| inverters | 1 | 0.202 |
| repair buffers | 72 | 38.3 |
| clock buffers | 3 | 2.23 |
| well taps | 96 | 6.47 |
| flip-flops and latches | 36 | 48.6 |
==> cell families after synthesis <==
kind of cell / Yosys count
compound gates: 2
buf+inv: 28
flops: 36
other cells: 1
simple gates: 6
==> per-layer routing <==
metal	wire, um	track usage (%)	up-vias	share of wire, %
met5	0	0	-	0
met2	1320	7.87	52	47
met1	1150	6.41	333	41
li1	-	-	299	-
met4	35	0.980	0	1.2
met3	319	1.99	8	11
Power is estimated from default activity; no workload was simulated.
