## run.sh

```bash
#!/bin/bash
# OpenROAD 26Q1-2900-gdf79404cd8, Yosys 0.63+post, stock flow scripts
make -C /OpenROAD-flow-scripts/flow DESIGN_CONFIG=/design/flow/config.mk WORK_HOME=/design/flow/orfs finish
```

## config.mk

```make
export PLATFORM = sky130hd
export DESIGN_NAME = frequency_generator
export DESIGN_NICKNAME = frequency_generator
export VERILOG_FILES = /design/flow/design.v
export SDC_FILE = /design/flow/constraint.sdc
export NUM_CORES = 4
export LEC_CHECK = 1
export CORE_UTILIZATION = 30
```

## constraint.sdc

```tcl
current_design frequency_generator

set clk_period 2.8
set clk_io_pct 0.2

create_clock -name clk0 -period $clk_period [get_ports {clk}]

set non_clock_inputs [all_inputs -no_clocks]
set_input_delay [expr $clk_period * $clk_io_pct] -clock clk0 $non_clock_inputs
set_output_delay [expr $clk_period * $clk_io_pct] -clock clk0 [all_outputs]
```

## design.v

```verilog
module counter #(parameter N = 16,
                           M = 47801)
                (input logic clk,
                input logic reset,
                output logic out,
                output logic max_tick);
logic [N-1:0]count;
always_ff@(posedge clk, posedge reset)
begin
    if(reset) begin
        out<= 1'b0;
        max_tick = 1'b0;
        count<= 0;
    end
    else if (count == M-1)begin     
        count <= 1'b0 ;
        max_tick = 1'b1;
        out <= ~out;
        end
    else begin
        count <= count + 1;
        max_tick = 1'b0;
        out <= out;
        end
end
endmodule
module frequency_generator #(parameter freq_0 = 47801, bits_0 = 16,
                                       freq_1 = 42589, bits_1 = 16,
                                       freq_2 = 37936, bits_2 = 16, 
                                       freq_3 = 35816, bits_3 = 16,
                                       freq_4 = 31928, bits_4 = 15,
                                       freq_5 = 28409, bits_5 = 15,
                                       freq_6 = 25329, bits_6 = 15,
                                       freq_7 = 23900, bits_7 = 15) 
                                        (input logic clk,
                                        input logic [3:0]SW,
                                        output logic out);
logic out_0;
logic out_1;
logic out_2;
logic out_3;
logic out_4;
logic out_5;
logic out_6;
logic out_7;
logic [2:0]data;
counter #(.N(bits_0), .M(freq_0)) freq0(.clk(clk),
                                    .reset(SW[0]),
                                    .out(out_0));
counter #(.N(bits_1), .M(freq_1)) freq1(.clk(clk),
                                    .reset(SW[0]),
                                    .out(out_1));          
counter #(.N(bits_2), .M(freq_2)) freq2(.clk(clk),
                                    .reset(SW[0]),
                                    .out(out_2));
counter #(.N(bits_3), .M(freq_3)) freq3(.clk(clk),
                                    .reset(SW[0]),
                                    .out(out_3));
counter #(.N(bits_4), .M(freq_4)) freq4(.clk(clk),
                                    .reset(SW[0]),
                                    .out(out_4));
counter #(.N(bits_5), .M(freq_5)) freq5(.clk(clk),
                                    .reset(SW[0]),
                                    .out(out_5));
counter #(.N(bits_6), .M(freq_6)) freq6(.clk(clk),
                                    .reset(SW[0]),
                                    .out(out_6));
counter #(.N(bits_7), .M(freq_7)) freq7(.clk(clk),
                                    .reset(SW[0]),
                                    .out(out_7));
assign data[2:0] = SW[3:1];
always_comb
    case(data)
      3'b000: out = out_0;
      3'b001: out = out_1;   
      3'b010: out = out_2;
      3'b011: out = out_3;
      3'b100: out = out_4;
      3'b101: out = out_5;
      3'b110: out = out_6;
      3'b111: out = out_7;
      default out = 0;
    endcase
endmodule
```

==> deck_impl_summary.md <==
Implementation Results

Status
  • Status: finished clean

CTS
  • CTS sink count: 132
  • TritonCTS Buffers: 17
  • Clock latency (worst-skew pair): 0.40 ns
  • Clock buffer depth: 2
  • CTS tree: yes
  • Hold_buf cts: 0
  • Root Buffer: clkbuf_16
  • # H-tree levels: 4
  • Clock Pin Slew Worst Setup and Hold Paths: 0.05 ns

Logic synthesis
  • Top area cell types: dfrtp_1, xnor2_1, xor2_1, nor2_1, nand3_1
  • Sequential fraction of the synthesis area: 0.531
  • Most common reg cell: dfrtp_1
  • Synth top cell by count: dfrtp_1
  • Synthesized area per cell: 10.8 um2
  • Top post-synthesis cells by count: dfrtp_1, nor2_1, xnor2_1
  • Unique cell types: 46
  • Post-synth EDFFs: 0
  • XORs/XNORs by Area: 0.132
  • Synthesized instance count: 577
  • Adder Area Share: 0.0241
  • Synth Register Bits: 132
  • Post-synthesis simple-gate area fraction: 0.244
  • Synth async-reset ratio: 1.00
  • Yosys synthesis chip area: 6220 um2
  • Synthesis Warnings: 9
  • Top-area cell share: 0.531
  • Synthesized cell area: 6220 um2
  • Largest area contributor in the netlist: dfrtp_1
  • Top non-seq family: simple AND/OR/NAND/NOR gates
  • # Cells Yosys: 577
  • And-or/or-and share of the synthesized area: 0.0287
  • Mux area share: 0.0221

Timing
  • TNS Setup: 0 ns
  • Setup violations, final: 0
  • Pins over their slew limit: 0
  • Tcrit/Tclk final: 0.911
  • Fmax: 392 MHz
  • Fin crit period: 2.55 ns
  • Clock skew: 0.00441 ns
  • Worst relative slew slack: 0.590
  • RSZ-0062 raised after global routing: no
  • Slew @ Worst Pin: 0.614 ns
  • Fin. Hold Viols: 0
  • Min Hold Slack: 0.460 ns

Global routing
  • Pin count of the biggest net entering global routing: 43
  • Global-route wire length before repair: 18.7 mm
  • Vias in the first global route: 4021
  • Grt ovf: 0
  • Total GRT Usage: 0.107
  • Initial antenna violation count: 0

Layout
  • Fillers: 1958
  • Fraction of layout instances using a drive strength above 1: 0.0816
  • Finished Cell Area: 7270 um2
  • Final core utilization: 0.358
  • Area grow syn2layout: 16.9%

Route
  • Initial DRC count: 186
  • TritonRoute pass-1 iters: 4
  • # diodes: 0
  • Remaining DRCs: 0
  • Via count: 4116
  • Vias per cell: 4.66
  • Remaining antenna violation count: 0
  • WL final: 10.4 mm
  • Avg WL per Cell: 11.8 um

Die
  • Die Wd: 146 um
  • Die Span Y: 146 um
  • CORE AREA: 20300 um2
  • IO Pins: 6
  • FP Core Util: 0.307
  • Cell row count: 52
  • Total die area: 21300 um2

Place
  • IO buf count: 5
  • Post-place instance area: 6680 um2
  • Placer congestion estimate: 0.792
  • Final HPWL DP: 6.71 mm

Pwr
  • Clock Power Share: 0.527
  • IR drop worst, VDD: 0.407 mV
  • Sequential power share: 0.460
  • Comb pwr share: 0.013
  • Sw Share: 0.194
  • Internal: 0.00335 W
  • Sw Pwr: 0.000806 W
  • P_leak: 3.25 nW
  • Cell Pwr Density: 571 nW/um2
  • Design Power: 0.00415 W

Critical path
  • Crit path max fanout: 2
  • Crit Path Category: primary input to output pin
  • CP Launch Type: primary input
  • Crit end category: output pin
  • WP data required: 2.24 ns
  • Crit path DAT: 1.99 ns

Job
  • Max cap viols: 0
  • OpenROAD warning count: 29

Worst hold path
  • Worst Hold Class: flop to flop
## placed cells by master (no fill, tap or decap), types with 3 or more instances in the layout
cell type,synthesis,layout
a21oi_1,6,6
and2_1,3,3
and3_1,13,13
and4_1,12,12
buf_12,0,3
buf_4,2,4
clkbuf_16,0,17
clkbuf_8,0,5
clkdlybuf4s50_1,0,4
clkinv_2,0,3
clkinvlp_4,0,4
dfrtp_1,132,132
ha_1,12,12
inv_1,18,17
mux2i_1,7,7
nand2_1,27,27
nand2b_1,5,5
nand3_1,41,41
nand4_1,30,30
nand4bb_1,5,5
nor2_1,76,76
nor2b_1,10,10
nor3_1,14,14
nor4_1,12,10
nor4_2,2,4
nor4b_1,3,3
nor4bb_1,6,6
o21ai_0,8,8
or3_1,4,4
xnor2_1,48,48
xor2_1,46,46
## sequential cells by signal, summed over array words and instances (netlist names), 15 cells and up
name,flops
freq5.count,15
freq3.count,16
freq1.count,16
freq2.count,16
freq0.count,16
freq6.count,15
freq7.count,15
freq4.count,15
## per-stage QoR
stage	instances	worst slack, ns
after floorplan	577	0.603
after global placement	851	-0.0145
after detailed placement	851	-0.0106
after CTS	883	0.236
after global routing	883	0.181
final	883	0.248
## power by group through the flow
stage	logic, W	clock network, W	registers (W)
CTS	0.0000579	0.00226	0.00191
finish	0.0000536	0.00219	0.00191
global route	0.0000633	0.00235	0.00191
## critical path, cell delays in order
cell	delay, ns
clkdlybuf4s50_1	0.48
mux4_2	0.28
mux2_2	0.27
clkdlybuf4s50_1	0.40
## what timing repair did
item / in CTS / in global routing
setup buffers: 0 / 0
endpoints found under the setup margin: 1 / 0
resized: 1 / 0
## layer usage
metal | wire length (um) | track usage | vias up
li1 | - | - | 2082
met2 | 4430 | 0.156 | 51
met4 | 78 | 0.0120 | 0
met5 | 0 | 0 | -
met1 | 5500 | 0.172 | 1977
met3 | 374 | 0.0264 | 6
## cells by family (layout without fill, tap and decap cells)
| logic type | Yosys count | in the layout |
|---|---|---|
| and+or+nand+nor | 275 | 275 |
| AOI/OAI and AO/OA | 27 | 27 |
| adders and majority gates | 12 | 12 |
| xor gates and xnor gates | 94 | 94 |
| muxes | 11 | 11 |
| buffers and inverters | 26 | 62 |
| DFF | 132 | 132 |
## path summary, 6_finish.rpt
kind                                     start              end  slack, ns  depth (start not counted)
worst max-delay path                     SW[2]              out       0.25                          4
worst min-delay path            freq7.count[0]   freq7.count[0]       0.46                          1
worst max register to register  freq6.count[0]        freq6.out       0.89                          5
worst min register to register  freq7.count[0]   freq7.count[0]       0.46                          1
max in group asynchronous                SW[0]  freq4.count[13]       1.61                          3
min in group asynchronous                SW[0]   freq6.count[3]       0.57                          2
## layout make-up
type	count	area [um2]	share of cell area
clock inverters	8	97.6	0.0134
repair buffers	12	139	0.0191
well taps	270	338	0.0464
clock buffers	24	502	0.0690
multi-input cells	419	2820	0.388
inverters	18	71.3	0.00980
flip-flops and latches	132	3300	0.454
No activity file was given, so power comes from the tool's default toggle rates.
