==> design/flow/design.v <==
module FSMLED(clk, reset, in, out);
  input clk, reset, in;
  output [2:0] out;
  reg [2:0] out;
  wire [1:0] present_state, next_state_reset;
  reg [1:0] next_state;
  vDFF #(3) STATE(clk,next_state_reset,present_state);
  assign next_state_reset = reset ? 3'b000 : next_state;
  always @(*) begin
    case (present_state)
      3'b000: {next_state,out} = { (in ? 3'b001 : 3'b000), 3'b000 };
      3'b001: {next_state,out} = { (in ? 3'b010 : 3'b001), 3'b001 };
      3'b010: {next_state,out} = { (in ? 3'b011 : 3'b010), 3'b010 };
      3'b011: {next_state,out} = { (in ? 3'b100 : 3'b011), 3'b011 };
      3'b100: {next_state,out} = { (in ? 3'b101 : 3'b100), 3'b100 };
      3'b101: {next_state,out} = { (in ? 3'b110 : 3'b101), 3'b101 };
      3'b110: {next_state,out} = { (in ? 3'b111 : 3'b110), 3'b110 };
      3'b111: {next_state,out} = { (in ? 3'b000 : 3'b111), 3'b111 };
      default: {next_state,out} = 6'bxxxxxx;
    endcase
  end
endmodule
module LED(input logic clk,
                           input logic [3:0]SW,
                           output logic [7:0]LED);
logic in_fsm, d;
logic Clk1Hz, Clk1kHz;
logic [2:0] LED_out;
counter #(.M(25000), .N(15)) freq1khz(.clk(clk),.reset(SW[0]),
                                    .max_tick(d),
                                    .out(Clk1kHz));
counter #(.N(9), .M(500)) freq0(.clk(Clk1kHz),
                                    .reset(SW[0]),
                                    .max_tick(in_fsm),
                                    .out(Clk1Hz));
FSMLED fsm1(.clk(clk), .reset(SW[0]), .in(in_fsm), .out(LED_out));
always@(*)
    case(LED_out)
      3'b000: LED[7:0] = 8'b1000_0000;
      3'b001: LED[7:0] = 8'b0100_0000;   
      3'b010: LED[7:0] = 8'b0010_0000;
      3'b011: LED[7:0] = 8'b0001_0000;
      3'b100: LED[7:0] = 8'b0000_1000;
      3'b101: LED[7:0] = 8'b0000_0100;
      3'b110: LED[7:0] = 8'b0000_0010;
      3'b111: LED[7:0] = 8'b0000_0001;
      default LED[7:0] = 8'b0000_0000;
    endcase
endmodule
module counter #(parameter N = 16,
                           M = 47801)
                (input logic clk,
                input logic reset,
                output logic out,
                output logic max_tick);
logic [N-1:0]count;
always_ff@(posedge clk, posedge reset)
begin
    if(reset) begin
        out<= 1'b0;
        max_tick = 1'b0;
        count<= 0;
    end
    else if (count == M-1)begin     
        count <= 1'b0 ;
        max_tick = 1'b1;
        out <= ~out;
        end
    else begin
        count <= count + 1;
        max_tick = 1'b0;
        out <= out;
        end
end
endmodule
module vDFF(clk, in, out) ;
  parameter n = 1;   
  input clk ;
  input [n-1:0] in ;
  output [n-1:0] out ;
  logic [n-1:0] out ;
  always @(posedge clk)
    out = in ;
endmodule 
==> design/flow/run.sh <==
#!/bin/bash
# OpenROAD 26Q1-2900-gdf79404cd8, Yosys 0.63+post, stock flow scripts
make -C /OpenROAD-flow-scripts/flow DESIGN_CONFIG=/design/flow/config.mk WORK_HOME=/design/flow/orfs finish
==> design/flow/config.mk <==
export PLATFORM = sky130hd
export DESIGN_NAME = LED
export DESIGN_NICKNAME = LED
export VERILOG_FILES = /design/flow/design.v
export SDC_FILE = /design/flow/constraint.sdc
export NUM_CORES = 4
export LEC_CHECK = 1
export CORE_UTILIZATION = 30
==> design/flow/constraint.sdc <==
current_design LED

set clk_period 2.4
set clk_io_pct 0.2

create_clock -name clk0 -period $clk_period [get_ports {clk}]

set non_clock_inputs [all_inputs -no_clocks]
set_input_delay [expr $clk_period * $clk_io_pct] -clock clk0 $non_clock_inputs
set_output_delay [expr $clk_period * $clk_io_pct] -clock clk0 [all_outputs]
==> flow_metrics.tcl <==
# collected from the flow reports
set metrics [dict create \
    synth-simple-area-share_pct 26.2 \
    final.period_utilization_pct 77.9 \
    h-tree-depth 1 \
    floorplan.core_util_pct 32.4 \
    rr_worst_depth 4 \
    max_stage_delay_ps 570 \
    critPathArrivalTime_ps 2000 \
    ys_sh_aoi_pct 2.73 \
    cts_buffers 3 \
    hold_class "register to register" \
    wire_per_inst_um 10.9 \
    postSynthSeqShare_pct 51.9 \
    hold_viol 0 \
    grt_first_pass_wirelength_um 3810 \
    drv_cap 0 \
    grt_overflow 0 \
    finalSetupTns_ps 0 \
    warnings 28 \
    largest_area_cell "dfrtp_1" \
    path_buffers 0 \
    gr-usage-all-layers_pct 10.7 \
    slew_headroom_pct 51.9 \
    cts-root-buf "clkbuf_8" \
    syn_to_final_growth_pct 11.7 \
    cts_tree "built" \
    ant_nets 0 \
    fillers 386 \
    setup_viol 0 \
    numSynthFlops 28 \
    routed_via_density 4.69 \
    fmax_ghz 0.535 \
    gp_congestion 0.848 \
    top_layer "met4" \
    ir_drop_v 0.000316 \
    untimed_endpoints 10 \
    post_synth_num_cell_types 33 \
    finalWirelength_um 1980 \
    diodes 0 \
    worstPathRequired_ps 2540 \
    detail_route.first_pass.iterations 4 \
    final_cell_area_um2 1490 \
    post_cts_resized 0 \
    edf_count 0 \
    rsz0062_at_grt "false" \
    finClkSkew_ps 4.99 \
    avgSynthCellArea_um2 10.7 \
    unclocked_regs 10 \
    final_common_cell "dfrtp_1" \
    fin_hold_ws_ps 488 \
    fp.dieW_um 68.6 \
    async_flop_share_pct 92.9 \
    antenna_found_initial 0 \
    place_inst 178 \
    vias 854 \
    fp-row-count 23 \
    synthTopLogicFamily "simple AND/OR/NAND/NOR gates" \
    drive_gt1_share_pct 9.09 \
    power_leakage_nw 0.638 \
    syn_inst 124 \
    dp_hpwl_um 1440 \
    mux_share_pct 1.50 \
    top_cells_by_area "dfrtp_1 (49%), xor2_1 (6.6%), xnor2_1 (5.3%)" \
    synthXorXnorAreaFrac_pct 11.8 \
    critPathMaxFanout 9 \
    route.met3.wl_um 39 \
    post_cts_buffers 0 \
    ctsHoldBuffers 0 \
    fin_cells 182 \
    worst_pin_slew_ps 716 \
    m1WireLength_um 966 \
    hold_path_depth 1 \
    die_h_um 68.6 \
    crit_cells 4 \
    met2_length_um 947 \
    critical_path.slowest_cell "or4_4" \
    syn_area_um2 1330 \
    outcome "complete, no violations" \
    drc 0 \
    worstSetupEndpointType "register" \
    yosys_cells 124 \
    drtIter0Drc 17 \
    crit_family "simple AND/OR/NAND/NOR gates" \
    slew_violations 0 \
    power_mw 0.554 \
    die-area_um2 4710 \
    dominantRegCellSynth "dfrtp_1" \
    layout_top_cells "dfrtp_1 (26), nor2_1 (14), nand3_1 (10), xor2_1 (10), xnor2_1 (8)" \
    clockBufferDepth 2 \
    ys_warn_count 7 \
    fa_ha_area_share_pct 1.88 \
    power_density_nw_per_um2 373 \
    clock_latency_ps 250 \
    grt_pass1_vias 869 \
    dpl_cell_area_um2 1430 \
    path_class "register to register" \
    layout_min_cycle_time_ps 1870 \
    ys_chip_area_um2 1330 \
    core_area_um2 4120 \
    path_clk_slew_ps 70 \
    top_area_share_pct 48.9 \
    path_cells "or4_4, nor4_4, nand2b_1, mux2i_1" \
    port_buffers 5 \
    critPathLaunchType "register" \
    grt_max_degree 19 \
    ioPinCount 13 \
]
==> worst reg2reg max path, stage by stage (launching register included) <==
cell,delay (ps)
dfrtp_1,440
or4_4,570
nor4_4,520
nand2b_1,180
mux2i_1,60
==> state kept, by name, indices dropped and copies added (netlist names) <==
register / cells
fsm1.STATE.out: 2
freq1khz.out: 1
freq1khz.count: 15
freq0.max_tick: 1
freq0.count: 9
==> per-stage QoR <==
stage,utilization (%),worst slack (ps)
2_1_floorplan,-,708
3_3_place_gp,34.8,535
3_5_place_dp,34.8,519
4_1_cts,36.2,498
5_1_grt,36.2,432
6_report,36.2,532
==> layout make-up <==
| class | instances | area, um^2 | area share, % |
|---|---|---|---|
| inverter | 3 | 11.3 | 0.757 |
| clock buffer | 4 | 55.1 | 3.70 |
| sequential | 28 | 691 | 46.4 |
| tap | 50 | 62.6 | 4.21 |
| timing repair buffer | 7 | 65.1 | 4.37 |
| multi-input combinational | 90 | 603 | 40.5 |
==> worst paths after layout <==
path,endpoint,from,slack (ps)
max,freq1khz.count[14],freq1khz.count[3],530
min,freq1khz.count[14],freq1khz.count[14],490
max reg2reg,freq1khz.count[14],freq1khz.count[3],530
min reg2reg,freq1khz.count[14],freq1khz.count[14],490
max in group asynchronous,freq1khz.count[1],SW[0],1300
min in group asynchronous,freq1khz.out,SW[0],680
==> cells in the mapped netlist, types with 2 or more instances <==
cell / instances
nor2_1: 14
nand3b_1: 2
o21ai_0: 2
clkbuf_1: 2
and4_1: 2
inv_1: 3
a21oi_1: 3
dfxtp_1: 2
mux2i_1: 2
xor2_1: 10
or3_1: 2
and3_1: 2
nand2_1: 7
nand4_1: 3
buf_4: 4
ha_1: 2
nand3_1: 10
dfrtp_1: 26
nor3_1: 2
xnor2_1: 8
nor2b_1: 4
==> where the power goes <==
group | internal [mW] | switching [mW]
clock network | 0.145 | 0.0934
logic | 0.00363 | 0.00906
registers | 0.303 | 0.000000000000000197
total | 0.452 | 0.102
==> cells by family after synthesis <==
family          count (synthesis)
other cells                     1
mux                             2
fa+ha+maj                       2
flops                          28
simple gates                   57
xor+xnor                       18
buf+inv                         9
compound gates                  7
==> metal layers <==
layer	up-vias	track usage (%)
li1	430	-
met1	413	15.4
met2	9	17.9
met3	2	1.33
met4	0	1.82
met5	-	0
Power is estimated from default activity; no workload was simulated.
